## /design/flow/config.mk

```make
export PLATFORM = sky130hd
export DESIGN_NAME = ALU
export DESIGN_NICKNAME = ALU
export VERILOG_FILES = /design/flow/design.v
export SDC_FILE = /design/flow/constraint.sdc
export NUM_CORES = 4
export LEC_CHECK = 1
export CORE_UTILIZATION = 30
```

## /design/flow/constraint.sdc

```tcl
current_design ALU

set clk_period 16.2
set clk_io_pct 0.2

create_clock -name clk0 -period $clk_period

set non_clock_inputs [all_inputs -no_clocks]
set_input_delay [expr $clk_period * $clk_io_pct] -clock clk0 $non_clock_inputs
set_output_delay [expr $clk_period * $clk_io_pct] -clock clk0 [all_outputs]
```

## /design/flow/design.v

```verilog
`timescale 1ns / 1ps
module ALU(
    input [31:0]bussA, 
    input [31:0]bussB, 
    input [31:0]extended,
    input [2:0]AluOp,
    input [4:0]sa,
    input ALUSrcA, 
    input ALUSrcB,
    output reg [31:0]result,
    output sign,
    output zero,
    output reg overFlow
);
    assign zero = (result==0)?1:0;
    assign sign = result[31];
    reg [31:0]A,B;
    always @(sa, bussA, bussB, AluOp, extended)begin
        A = ALUSrcA?sa:bussA;
        B = ALUSrcB?extended:bussB;
        case(AluOp)
            0: begin
                result = A + B;           
                overFlow = (A[31] == B[31] && A[31] != result[31]) ? 1 : 0;
            end
            1: begin
                result = A - B;           
                overFlow = (A[31] != B[31] && A[31] != result[31]) ? 1 : 0;
            end
            2: result = (A < B) ? 1 : 0;  
            3:                            
               result = (A < B && A[31] == B[31] ||  A[31] == 1 && B[31] == 0) ? 1 : 0;
            4: result = B << A;           
            5: result = A | B;            
            6: result = A & B;            
            default: begin                
                result = A;
                overFlow = B ? 1 : 0;  
            end
        endcase
    end
endmodule
```

## /design/flow/run.sh

```bash
#!/bin/bash
# OpenROAD 26Q1-2900-gdf79404cd8, Yosys 0.63+post, stock flow scripts
make -C /OpenROAD-flow-scripts/flow DESIGN_CONFIG=/design/flow/config.mk WORK_HOME=/design/flow/orfs finish
```

==> results.ini <==
[placement]
hpwl_um=32400
finalWeightedCongestion=1.04
io_buffer_count=141

[drt]
detail_route.vias_per_cell=6.02
route.detailed.drc=0
antenna_cells=0
vias=10200
detailed_route_wl_um=40700
total_iterations_of_the_first_detailed_routing_run=6
wl_per_cell_um=24.0
drtIter0Drc=1013
drt.antenna.violating_nets=0

[global_route]
via_count_of_the_first_global_routing_pass=9749
grt_remaining_overflow=0
busiest_layer=met2
grt_start_max_net_pins=48
gr-usage-met1=0.378
grt_antenna_before_repair=0
gr-usage-met2=0.462
met3_global_route_usage=0.0393
grt_use_total=0.286
grt_pass1_wl_um=60900

[synthesis]
yosys.area_share.xor_xnor=0.0251
ys.warnings.count=1
mux_area_frac=0.157
synth.cells.most_frequent=sky130_fd_sc_hd__nand2_1 (109), sky130_fd_sc_hd__a21oi_1 (103), sky130_fd_sc_hd__ha_1 (95), sky130_fd_sc_hd__nor2_1 (95), sky130_fd_sc_hd__inv_1 (94)
enable_flop_cells=0
synthesis_area_per_yosys_um2=8370
ys_sh_aoi=0.338
yosys_cell_count=1234
syn_area_um2=8370
top_cell=sky130_fd_sc_hd__nand2_1
fa_ha_area_frac=0.147
gate_count_of_the_mapped_netlist=1234
synth_top_cell_by_area=sky130_fd_sc_hd__ha_1
netlist.area_leader.share=0.142
synth_flop_count=1
distinct_cell_type_count_after_synthesis=90
post_synth.cell_area_avg_um2=6.78
postSynth.asyncResetShare=0
dominantRegCellSynth=sky130_fd_sc_hd__dlxtn_1
synthTopLogicFamily=AND-OR/OR-AND gates
netlist_top_cells_area=sky130_fd_sc_hd__ha_1 (14%), sky130_fd_sc_hd__mux2i_1 (7.7%), sky130_fd_sc_hd__a21oi_1 (6.2%)
area_share_of_and_or_nand_nor_cells_after_synthesis=0.238

[worst_setup_path]
cp-end-kind=output port
path_delay_family=buffers and inverters
startpoint_type=input port
worst-endpoint-required_ns=12.96
path_cells=clkdlybuf4s50_1, buf_4, mux2i_4, buf_4, inv_2, ha_1, inv_1, fa_1, nand2b_1, a211oi_1, buf_4, o21ai_0, a21oi_1, o21ai_0, o21ai_0, a221oi_1, xnor2_1, o21ai_0, nor4_2, clkdlybuf4s50_1
crit_fanout=35
number_of_buffer_and_inverter_instances_along_the_worst_setup_path=7
crit_path_frequent_cell=sky130_fd_sc_hd__o21ai_0
cp_slowest_cell=sky130_fd_sc_hd__o21ai_0
arrival_ns=9.34
max_stage_delay_ns=0.51
timing_worst_setup_path_type=in2out
setup.worst_path.start=ALUSrcA

[floorplanning]
initCoreUtil=0.308
die_area_um2=28600
die_w_um=169
floorplan.io_pins=141
die_y_um=169
std_cell_rows=60
core_um2=27200

[final_timing]
max_clock_freq_mhz=79.5
grt_setup_unrepaired=no
finalSetupTns_ns=0
final_clock_period_utilization_by_the_worst_path=0.777
unclocked_pins=1
timing.max_slew.rel_slack=0.382
final_hold_viol_count=0
slew_violations=0
final_period_minus_worst_setup_slack_ns=12.58
tightest_slew_ns=0.916
setup-violations-final=0
unconstrained_endpoints=2

[clocking]
ctsHoldBuffers=0
postCtsResizedCells=0
post_cts.repair.setup_buffers=0

[final_layout]
syn_to_final_growth_pct=21.0
largest_register_ff_count=1
final_core_util=0.373
drive_above_1_share=0.0761

[hold_path]
min_from=bussA[30]
worstHoldPathType=in2out

[pwr]
leakagePower_nw=4.23
worst_ir_drop_on_vdd_uv=12.9
power.density_cell_area_nw_per_um2=41.0

[flow_run]
maxCapViolations=0
warning_count=95

[outcome]
status=finished clean

## layer usage
| layer | vias up | routed length (um) | share of wire |
|---|---|---|---|
| met5 | - | 0 | 0 |
| li1 | 4783 | - | - |
| met2 | 557 | 18200 | 0.45 |
| met4 | 0 | 2280 | 0.056 |
| met3 | 108 | 3310 | 0.081 |
| met1 | 4777 | 17000 | 0.42 |
## metrics by stage
stage	std cells	power, mW	area (um2)	hold WS [ns]	setup WS [ns]
after floorplan	1234	0.251	8370	6.62	5.73
after global placement	1699	0.408	10100	7.60	3.66
after detailed placement	1699	0.405	10100	7.59	3.67
after CTS	1699	0.407	10100	7.60	3.66
after global routing	1699	0.444	10100	7.64	3.16
final	1699	0.415	10100	7.59	3.62
## report_power, final
part | switching [mW] | internal [mW]
Combinational | 0.248 | 0.167
Sequential | 0.0000540 | 0.000280
Clock | 0 | 0
Total | 0.248 | 0.167
## final cells by class
| cell class | count | area (um2) |
|---|---|---|
| inverters | 101 | 379 |
| well taps | 372 | 465 |
| multi-input cells | 1047 | 7580 |
| fillers | 2884 | 17000 |
| flip-flops and latches | 1 | 15.0 |
| repair buffers | 178 | 1680 |
## tightest hold or removal path, delay by kind of cell
family	cells	cell delay, ns
AND-OR/OR-AND	1	0.12
buffers and inverters	2	0.84
AND/OR/NAND/NOR	1	0.15
## final timing paths
| path | to | slack, ns | cells after the start |
|---|---|---|---|
| setup / recovery | zero | 3.62 | 20 |
| hold / removal | result[30] | 7.59 | 4 |
## cell families (layout without fill, tap and decap cells)
kind of cell	count (synthesis)	after routing
mux	104	104
compound gates	420	420
simple gates	402	402
fa+ha+maj	97	97
latches	1	1
xor+xnor	24	24
buf+inv	186	279
## placed cells by master (no fill, tap or decap), types with 14 or more instances in the layout
cell type,count
sky130_fd_sc_hd__a211oi_1,19
sky130_fd_sc_hd__o211ai_1,19
sky130_fd_sc_hd__a22oi_1,17
sky130_fd_sc_hd__nor2b_1,24
sky130_fd_sc_hd__nor3_1,26
sky130_fd_sc_hd__mux2_2,14
sky130_fd_sc_hd__nor4_1,24
sky130_fd_sc_hd__nand3_1,29
sky130_fd_sc_hd__a21oi_1,103
sky130_fd_sc_hd__inv_1,94
sky130_fd_sc_hd__o22ai_1,20
sky130_fd_sc_hd__nand2_1,109
sky130_fd_sc_hd__clkdlybuf4s50_1,140
sky130_fd_sc_hd__xnor2_1,15
sky130_fd_sc_hd__mux2i_1,63
sky130_fd_sc_hd__ha_1,95
sky130_fd_sc_hd__buf_4,37
sky130_fd_sc_hd__nand2b_1,34
sky130_fd_sc_hd__nor2_1,95
sky130_fd_sc_hd__a21o_1,19
sky130_fd_sc_hd__o21ai_0,77
No activity file was given, so power comes from the tool's default toggle rates.
