### flow/config.mk
export PLATFORM = sky130hd
export DESIGN_NAME = Registers
export DESIGN_NICKNAME = Registers
export VERILOG_FILES = /design/flow/design.v
export SDC_FILE = /design/flow/constraint.sdc
export NUM_CORES = 4
export LEC_CHECK = 1
export CORE_UTILIZATION = 40
### flow/constraint.sdc
current_design Registers

set clk_period 6.1
set clk_io_pct 0.2

create_clock -name clk0 -period $clk_period [get_ports {clk}]

set non_clock_inputs [all_inputs -no_clocks]
set_input_delay [expr $clk_period * $clk_io_pct] -clock clk0 $non_clock_inputs
set_output_delay [expr $clk_period * $clk_io_pct] -clock clk0 [all_outputs]
### flow/design.v
`timescale 1ns / 1ps
module Registers(
    input clk, 
    input RegWr, 
    input [1:0]RegDst,
    input WrRegDSrc,
    input getHW,
    input [4:0]rs,
    input [4:0]rt,
    input [4:0]rd,
    input [31:0]DB,
    input [31:0]PC4,
    output [31:0]bussA, 
    output [31:0]bussB
);
    reg [4:0] rw;
    reg [31:0] registers[31:0];
    integer i;
    always @(*)begin
        case(RegDst)
            0: rw = 31;
            1: rw = rt;
            2: rw = rd;
            default:rw = 31;
        endcase
    end
    assign bussA = registers[rs];
    assign bussB = registers[rt];
    always @(posedge clk)   
        if (RegWr && rw)
            registers[rw] = WrRegDSrc? PC4: ( getHW?  {16'b0, DB[31:16]}:DB);
    initial 
        for(i = 0; i < 32; i = i + 1)
            registers[i] <= 0;
endmodule
### flow/run.sh
#!/bin/bash
# OpenROAD 26Q1-2900-gdf79404cd8, Yosys 0.63+post, stock flow scripts
make -C /OpenROAD-flow-scripts/flow DESIGN_CONFIG=/design/flow/config.mk WORK_HOME=/design/flow/orfs finish
==> results.rst <==
Run summary
-----------

.. list-table::
   :header-rows: 1

   * - Metric
     - Value
   * - Area overhead of the layout relative to synthesis
     - 15.8%
   * - Biggest cell delay along the critical path
     - 0.71 ns
   * - Setup WS post-layout
     - 0.750 ns
   * - Power density normalized to cell area
     - 281 nW/µm²
   * - Outcome
     - finished, final reports clean
   * - Worst max-slew margin expressed relative to the limit
     - 0.428
   * - Average wire per cell in the routed design
     - 28.6 µm
   * - GP Congestion
     - 0.877
   * - Buf+Inv Stages, Crit Path
     - 4
   * - Cell with the largest stage delay on the worst path
     - sky130_fd_sc_hd__clkdlybuf4s50_1
   * - CP most frequent cell
     - sky130_fd_sc_hd__clkdlybuf4s50_1
   * - Initial standard-cell utilization of the core
     - 0.404
   * - Clock transition at the registers of the reported paths
     - 0.06 ns
   * - Largest net degree at the start of global routing
     - 73
   * - Hold Buf Count CTS
     - 0
   * - Final standard cell utilization of the core
     - 0.468
   * - Net switching power of the design
     - 0.00386 W
   * - Instance count of the mapped netlist
     - 3478
   * - Post-synthesis chip area from yosys
     - 49400 µm²
   * - Placement-stage worst setup slack
     - 0.823 ns
   * - HP Class
     - input pin to register
   * - Maximum buffer depth of the clock tree
     - 3
   * - Registers with the highest flip-flop counts
     - registers x1024
   * - Clock share of power
     - 0.386
   * - Flops out of synthesis
     - 1024
   * - Gr usage total
     - 0.264
   * - Detailed Route Iter0 Violations
     - 1907
   * - Fraction of power spent switching nets
     - 0.240
   * - Inserted Clock Buffers
     - 106
   * - Critical path, cell by cell
     - clkdlybuf4s50_1, and2_4, buf_12, buf_4, a22o_1, nor3_1, a31oi_1, nand3_1, clkdlybuf4s50_1
   * - Final Instance Area
     - 57100 µm²
   * - IO Port Bufs
     - 148
   * - Kind of cell adding the most delay to the critical path
     - buffers and inverters
   * - Largest register FFs
     - 1024
   * - Most frequent logic cell in the layout
     - sky130_fd_sc_hd__mux2i_1
   * - OpenROAD warning count
     - 27
   * - Length of the first detailed-routing pass in iterations
     - 5
   * - Proportion of power drawn by combinational gates
     - 0.112
   * - Cell leakage power
     - 20.6 nW
   * - Adder-Cell Fraction of Synth Area
     - 0.000507
   * - Count of final setup violators
     - 0
   * - Die Footprint
     - 125000 µm²
   * - Data required time at the worst endpoint
     - 4.88 ns
   * - Detailed-placement wirelength estimate
     - 92.4 mm
   * - Largest fanout on the critical path
     - 33
   * - Highest attainable clock frequency
     - 187 MHz
   * - Overall die width
     - 353 µm
   * - Critical path class
     - input pin to output port
   * - Origin of the worst setup path
     - rt[0]
   * - Internal power component
     - 0.0122 W
   * - Share of final-layout standard cells stronger than drive strength 1
     - 0.104
   * - Clock period minus final worst setup slack
     - 5.35 ns
   * - GRT overflow
     - 0
   * - Antenna violations before repair
     - 3
   * - Hold violation total from the final report
     - 0
   * - Most frequently placed logic cells in the final layout
     - sky130_fd_sc_hd__mux2i_1, sky130_fd_sc_hd__edfxtp_1, sky130_fd_sc_hd__nand2_1, sky130_fd_sc_hd__nand3_1
   * - Hold Worst Slack
     - 1.49 ns
   * - Number of H-tree levels
     - 3
   * - Global-route wire length before repair
     - 221 mm
   * - Register with the most flip-flops
     - registers
   * - Mean instance size in the synthesized netlist
     - 14.2 µm²
   * - Total negative setup slack
     - 0 ns
   * - Kind of capture point of the worst setup path
     - output port
   * - Max rail drop VDD
     - 226 µV
   * - CTS tree
     - yes
   * - Unrepaired setup endpoints after global routing
     - no
   * - Max Cap Violations
     - 0
   * - Seq/Total Area, Yosys
     - 0.623
   * - Placement-stage cell area
     - 53900 µm²
   * - Via total after detailed routing
     - 31900
   * - Mux contribution to synthesized area
     - 0.211
   * - Slew at the pin closest to its max-slew limit
     - 0.858 ns
   * - Largest family of logic cells by area
     - multiplexers
   * - Remaining antenna violation count after routing
     - 0
   * - Via/cell ratio
     - 5.91
   * - Setup Buffers After CTS
     - 0
   * - Die extent in y
     - 353 µm
   * - Site row count
     - 128
   * - Worst Hold Launch
     - PC4[13]
   * - Post-synthesis simple-gate area fraction
     - 0.0479
   * - Unique cell type count in the Yosys netlist
     - 29
   * - Count of boundary I/O pins
     - 149
   * - Number of sinks handled by clock tree synthesis
     - 1024
   * - Number of slew-limit violations in the final report
     - 0
   * - Cells in synth_stat.txt
     - 3478
   * - Cells resized by post-CTS repair
     - 0
   * - Remaining DRCs
     - 0
   * - Vias in the first global route
     - 33100
   * - Arrival time of data at the critical path endpoint
     - 4.13 ns
   * - Sequential Power Share
     - 0.503
   * - Complex-gate fraction of the synthesized area
     - 0.0858
   * - Wire length reported by the detailed router
     - 154 mm
   * - Buffer cell driving the clock tree root
     - sky130_fd_sc_hd__clkbuf_16
   * - Total number of yosys warnings
     - 1
   * - Synthesized cell area
     - 49400 µm²
   * - Final period utilization
     - 0.877
   * - XOR/XNOR share of the synthesized area
     - 0
   * - Placeable core area
     - 122000 µm²
   * - Setup crit start kind
     - input pin
-- final timing paths --
| check | to | slack, ns | cells past startpoint |
|---|---|---|---|
| max | bussB[26] | 0.75 | 9 |
| min | registers[17][13] | 1.49 | 4 |
-- metal layers --
| metal | track usage | wire length, µm | up-vias | part of all wire |
|---|---|---|---|---|
| li1 | - | - | 14100 | - |
| met2 | 0.391 | 70900 | 1733 | 0.46 |
| met1 | 0.345 | 57000 | 15700 | 0.37 |
| met3 | 0.155 | 21200 | 280 | 0.14 |
| met4 | 0.0666 | 4990 | 4 | 0.032 |
| met5 | 0 | 25 | - | 0.00016 |
-- final cells by class --
type	count	area, µm²
flip-flops and latches	1024	30700
clock inverters	64	488
fillers	10500	64900
diodes	2	5.00
inverters	2	7.51
clock buffers	132	2790
repair buffers	324	3560
well taps	1625	2030
multi-input cells	2220	17500
-- Yosys cell counts --
library cell / number / area share
sky130_fd_sc_hd__a21oi_1: 192 / 0.019
sky130_fd_sc_hd__nand3_2: 2 / 0.00041
sky130_fd_sc_hd__a221oi_1: 2 / 0.00035
sky130_fd_sc_hd__buf_6: 31 / 0.0071
sky130_fd_sc_hd__nand2b_1: 5 / 0.00063
sky130_fd_sc_hd__a31oi_1: 64 / 0.0081
sky130_fd_sc_hd__edfxtp_1: 1024 / 0.62
sky130_fd_sc_hd__o21ai_0: 17 / 0.0017
sky130_fd_sc_hd__buf_4: 64 / 0.0097
sky130_fd_sc_hd__a22oi_1: 192 / 0.029
sky130_fd_sc_hd__ha_1: 2 / 0.00051
sky130_fd_sc_hd__buf_1: 12 / 0.00091
sky130_fd_sc_hd__conb_1: 1 / 0.000076
sky130_fd_sc_hd__nor2b_1: 5 / 0.00063
sky130_fd_sc_hd__clkbuf_4: 9 / 0.0014
sky130_fd_sc_hd__a221o_1: 3 / 0.00061
sky130_fd_sc_hd__a22o_1: 143 / 0.025
sky130_fd_sc_hd__or2_1: 1 / 0.00013
sky130_fd_sc_hd__clkbuf_1: 91 / 0.0069
sky130_fd_sc_hd__mux2i_1: 1040 / 0.21
sky130_fd_sc_hd__or2_2: 1 / 0.00013
sky130_fd_sc_hd__a221oi_2: 3 / 0.00091
sky130_fd_sc_hd__inv_1: 2 / 0.00015
sky130_fd_sc_hd__buf_2: 56 / 0.0057
sky130_fd_sc_hd__nand2_1: 217 / 0.017
sky130_fd_sc_hd__nand3_1: 196 / 0.020
sky130_fd_sc_hd__and2_1: 2 / 0.00025
sky130_fd_sc_hd__nor3_1: 64 / 0.0065
sky130_fd_sc_hd__nor2_1: 37 / 0.0028
-- cell families (layout without fill, tap and decap cells) --
logic type,Yosys count,count (layout)
muxes,1040,1040
adders and majority gates,2,2
AOI/OAI and AO/OA,616,616
other,1,34
buffers and inverters,265,522
and+or+nand+nor,530,530
DFF,1024,1024
-- per-stage QoR --
step                      power [W]  cells
after floorplan             0.00921   3509
after global placement       0.0100   5195
after detailed placement     0.0100   5195
after CTS                    0.0161   5391
after global routing         0.0165   5391
final                        0.0161   5393
-- power groups by stage --
stage / Clock (W) / Sequential [W] / Combinational, W
after CTS: 0.00628 / 0.00808 / 0.00179
after global routing: 0.00653 / 0.00810 / 0.00191
final: 0.00619 / 0.00808 / 0.00179
Power is estimated from default activity; no workload was simulated.
